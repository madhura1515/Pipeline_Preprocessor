**design.v**
```verilog
module pipeline_processor(
    input clk,
    input reset,
    output [31:0] result
);
    reg [31:0] instr_mem [0:3];
    reg [31:0] reg_file [0:31];
    reg [31:0] IF_instr, ID_instr, EX_instr, WB_instr;
    reg [31:0] IF_PC, ID_PC, EX_PC, WB_PC;
    reg [31:0] ALU_result, WB_data;
    initial begin
        instr_mem[0] = 32'b000000_00001_00010_00011_00000_100000;  
        instr_mem[1] = 32'b000000_00001_00010_00100_00000_100010;  
        instr_mem[2] = 32'b100011_00000_00001_00000_00000_000000;  
        instr_mem[3] = 32'b000000_00001_00010_00101_00000_100000;  
    end
    always @(posedge clk or posedge reset) begin
        if (reset) begin
            IF_PC <= 0;
            IF_instr <= 32'b0;
        end else begin
            IF_instr <= instr_mem[IF_PC];
            IF_PC <= IF_PC + 1;
        end
    end
    always @(posedge clk or posedge reset) begin
        if (reset) begin
            ID_instr <= 32'b0;
            ID_PC <= 0;
        end else begin
            ID_instr <= IF_instr;
            ID_PC <= IF_PC;
        end
    end
    always @(posedge clk or posedge reset) begin
        if (reset) begin
            EX_instr <= 32'b0;
            EX_PC <= 0;
            ALU_result <= 0;
        end else begin
            EX_instr <= ID_instr;
            EX_PC <= ID_PC;
            case (EX_instr[31:26])  
                6'b000000:  
                    case (EX_instr[5:0])
                        6'b100000: ALU_result <= reg_file[EX_instr[25:21]] + reg_file[EX_instr[20:16]];  
                        6'b100010: ALU_result <= reg_file[EX_instr[25:21]] - reg_file[EX_instr[20:16]];  
                        default: ALU_result <= 0;
                    endcase
                6'b100011:  
                    ALU_result <= reg_file[EX_instr[25:21]] + EX_instr[15:0];  
                default: ALU_result <= 0;
            endcase
        end
    end
    always @(posedge clk or posedge reset) begin
        if (reset) begin
            WB_instr <= 32'b0;
            WB_PC <= 0;
            WB_data <= 0;
        end else begin
            WB_instr <= EX_instr;
            WB_PC <= EX_PC;
            case (WB_instr[31:26])
                6'b000000: reg_file[WB_instr[15:11]] <= ALU_result;  
                6'b100011: reg_file[WB_instr[20:16]] <= ALU_result;  
                default: ;
            endcase
            WB_data <= ALU_result;
        end
    end
    assign result = WB_data;
endmodule
```
**config.mk**
```make
export PLATFORM = sky130hd
export DESIGN_NAME = pipeline_processor
export DESIGN_NICKNAME = pipeline_processor
export VERILOG_FILES = /design/flow/design.v
export SDC_FILE = /design/flow/constraint.sdc
export NUM_CORES = 4
export LEC_CHECK = 1
export CORE_UTILIZATION = 40
```
**run.sh**
```bash
#!/bin/bash
# OpenROAD 26Q1-2900-gdf79404cd8, Yosys 0.63+post, stock flow scripts
make -C /OpenROAD-flow-scripts/flow DESIGN_CONFIG=/design/flow/config.mk WORK_HOME=/design/flow/orfs finish
```
**constraint.sdc**
```tcl
current_design pipeline_processor

set clk_period 12.6
set clk_io_pct 0.2

create_clock -name clk0 -period $clk_period [get_ports {clk}]

set non_clock_inputs [all_inputs -no_clocks]
set_input_delay [expr $clk_period * $clk_io_pct] -clock clk0 $non_clock_inputs
set_output_delay [expr $clk_period * $clk_io_pct] -clock clk0 [all_outputs]
```
==> Changelog: implementation <==
## Implementation

- Port bufs: 33
- Logic area: approximately 4400 um2
- Max stage delay on crit path: 0.87 ns
- Hold wc startpoint: ID_instr[11]$_DFF_PP0_
- Core Rows: 59
- Share of cells above drive strength 1: between 10% and 20%
- DIE AREA: ~27000 um2
- Worst-case reg-to-reg path depth: 17
- Mapped Area: 10700 um2
- PwrDens: 117 nW/um2
- Pre-CTS setup slack: 6.41 ns
- Crit path DRT: approximately 13 ns
- Reg area: 6040 um2
- Core area: 26100 um2
- Tcrit/Tclk final: 49.0%
- First-pass GRT wire length: around 37000 um
- CTS Sinks: 216
- GR Layer Usage met1: 30.8%
- CP Class: reg2reg
- CTS H-tree lvls: 1
- R2R Setup Slk: 6.43 ns
- Synth cell types: 72
- Cts repair resizes: 0
- Number of warnings in the stage logs: 28
- Clock Tree Buf Depth: 3
- Fmax achieved: 162 MHz
- # hold bufs at CTS: 0
- EDFF count, synth: 127
- GRT Overall Usage: 19.4%
- Critical path startpoint category: flop
- Setup bufs post-CTS: 0
- Top FF cell, synth: edfxtp_1
- Yosys warning count: 2
- Post-DP HPWL: 15600 um
- P&R area growth vs syn: 14.0%
- Critical path depth: 17
- Vias post-DR: 6545
- Chip Area, Yosys: 10700 um2
- Fillers: 2295
- Status: completed
- Worst vdd ir: 0.0000745 V
- Max cap viols: 0
- Register share after synthesis: 56.6%
- Avg Synthesized Cell Area: about 13 um2
- DRT Wirelength: 23500 um
- CTS tree: yes
- Unrepaired setup endpoints after global routing: no
- Ports: 34
- Core Util, Final: 46.5%
- Hold crit path type: reg2reg
- ANT nets after route: 0
- Setup TNS Final: 0 ns
- Crit Reg-Reg Endpoint: ALU_result[28]$_DFF_PP0_
- Headroom to the max-slew limit: 46.7%
- Crit path cell chain: buf_4, mux4_2, or4_4, nor3b_4, nor3b_4, nand3_2, or3_1, o21ai_1, xor2_1, ha_1, a21o_1, a21o_1, a21oi_1, or3b_2, o211a_1, o31a_1, a22o_1
- CTS Root Cell: clkbuf_16
- #FFs+latches synth: 216
- Family with the most delay on the worst path: simple AND/OR/NAND/NOR gates
- Crit path capture type: flop
- Antenna violations before repair: 0
- Vias in the first global route: 6603
- Fin Hold WS: 0.345 ns
- Initial drt markers: 391
- Clock-pin slew on the worst setup and hold paths: 0.06 ns
- Critical-path top delay cell: dfrtp_2
- Ys async rst share: between 40% and 50%
- Crit path time final: 6.17 ns
- Die Width: about 170 um
- Die Y: 165 um
- # Cells Yosys: 801
- First-pass detailed-route iteration total: 21
- Endpoint arrival time on the critical path: 6.57 ns
- Total CTS buffers: 22
- Antenna diodes: 0
- Final count of hold timing violations: 0
- Worst-Margin Slew: 0.794 ns
- Layout Skew: 0.0148 ns
- CP bufs+invs: 1
- Worst skew pair latency: 0.51 ns
- Largest net degree at the start of global routing: 53
- FP Core Util: 40.8%
- Wire per inst: 19.7 um
- Leak pwr: 4.62 nW
- GR Layer Usage met2: 27.9%
- Crit path to: ALU_result[28]$_DFF_PP0_
- Worst Path Max Fanout: 29
- GR peak layer: met1
- # DRC: 0
- M3 GR Usage: 6.82%
- Final setup viols: 0
- Grt ovf: 0
- Max-slew violation count: 0
- Total power draw: 1.43 mW
- Vias per std cell: 5.47
- Setup crit start: EX_instr[27]$_DFF_PP0_
- RR Startpoint: EX_instr[27]$_DFF_PP0_
- Final WS setup: 6.43 ns
- GP Congestion: 0.896
- Synth Instances: roughly 800
cell families after synthesis:
family	after synthesis	share of synthesized area, %
AND-OR/OR-AND	182	11.3
buffers and inverters	59	2.31
XOR/XNOR	76	6.24
multiplexers	60	9.54
adder cells (fa/ha/maj)	42	5.00
flip-flops	216	56.6
AND/OR/NAND/NOR	166	8.94
cell usage after synthesis (5+ instances only):
cell type / number / area share [%]
dfrtp_1: 89 / 21
buf_2: 5 / 0.23
nand2_1: 31 / 1.1
o22ai_1: 10 / 0.59
nand2b_1: 9 / 0.53
edfxtp_1: 127 / 36
o21ai_1: 6 / 0.28
xnor2_1: 45 / 3.7
and3_1: 14 / 0.82
o21a_1: 6 / 0.42
nand3_1: 12 / 0.56
mux2i_1: 6 / 0.56
o21ai_0: 30 / 1.4
and2_1: 5 / 0.29
inv_1: 33 / 1.2
nor2_1: 40 / 1.4
or2_2: 8 / 0.47
o31ai_1: 11 / 0.77
a31oi_1: 7 / 0.41
clkbuf_1: 13 / 0.46
or3_1: 9 / 0.53
a21o_1: 13 / 0.92
mux4_2: 31 / 6.5
xor2_1: 31 / 2.5
ha_1: 41 / 4.8
mux2_2: 23 / 2.4
nor3_1: 6 / 0.28
o32ai_1: 6 / 0.49
a21oi_1: 46 / 2.2
power breakdown:
group | switching [mW] | internal, mW | leakage [nW]
Combinational | 0.00885 | 0.000898 | 2.04
Clock | 0.260 | 0.395 | 0.366
Sequential | 0.00668 | 0.757 | 2.21
Total | 0.276 | 1.15 | 4.62
area by class of cell:
type,instances,share of cell area (%)
inverter,35,1.10
multi-input combinational,526,36.2
timing repair buffer,45,3.46
clock inverter,11,0.813
tap,335,3.45
sequential,216,49.7
clock buffer,29,5.25
cells in the final DEF (no fill, tap or decap), drive strengths merged, types with 23 or more instances in the layout:
cell	synthesis	layout
xor2	31	31
dfrtp	89	89
edfxtp	127	127
mux2	23	23
ha	41	41
nand2	31	31
mux4	31	31
a21oi	46	46
nor2	40	40
o21ai	36	36
clkbuf	13	29
clkdlybuf4s50	0	33
inv	33	33
xnor2	45	45
per-stage QoR:
stage               instances  cell area (um2)
floorplan                 801            10700
global placement         1157            11400
detailed placement       1157            11400
CTS                      1197            12200
global route             1197            12200
finish                   1197            12200
flip-flops by register name, summed over array words and instances, names as in the netlist:
| register | cells |
|---|---|
| IF_PC | 2 |
| ALU_result | 32 |
| IF_instr | 6 |
| EX_instr | 6 |
| WB_data | 32 |
| ID_instr | 6 |
| WB_instr | 5 |
| reg_file | 127 |
per-layer routing:
metal | up-vias | share of wire, %
met5 | - | 0
met4 | 0 | 1.6
met3 | 31 | 8.2
met2 | 189 | 44
met1 | 3177 | 46
li1 | 3148 | -
worst min path at each step:
stage | to | slack [ns] | depth (start not counted)
CTS | EX_instr[12]$_DFF_PP0_ | 0.35 | 0
finish | EX_instr[11]$_DFF_PP0_ | 0.35 | 0
global route | EX_instr[11]$_DFF_PP0_ | 0.35 | 0
Power figures rest on the tool's default switching activity, not on a simulated workload.
